[flow/config.mk]
export PLATFORM = sky130hd
export DESIGN_NAME = seven
export DESIGN_NICKNAME = seven
export VERILOG_FILES = /design/flow/design.v
export SDC_FILE = /design/flow/constraint.sdc
export NUM_CORES = 4
export LEC_CHECK = 1
export CORE_AREA = 10 10 70 70
export DIE_AREA = 0 0 80 80
[flow/constraint.sdc]
current_design seven

set clk_period 1.1
set clk_io_pct 0.2

create_clock -name clk0 -period $clk_period

set non_clock_inputs [all_inputs -no_clocks]
set_input_delay [expr $clk_period * $clk_io_pct] -clock clk0 $non_clock_inputs
set_output_delay [expr $clk_period * $clk_io_pct] -clock clk0 [all_outputs]
[flow/design.v]
`timescale 1ns / 1ps
module seven(
    input [3:0] i,
    output com,
	 output [6:0] o
    );
   reg [6:0] so;
   assign o = so;
   assign com = 0;
   always @*
       case (i)
            4'b0000  : so <= 7'b0111111;
            4'b0001  : so <= 7'b0000110;
				4'b0010  : so <= 7'b1011011;
				4'b0011  : so <= 7'b1001111;
				4'b0100  : so <= 7'b1100110;
				4'b0101  : so <= 7'b1101101;
				4'b0110  : so <= 7'b1111101;
				4'b0111  : so <= 7'b0000111;
				4'b1000  : so <= 7'b1111111;
				4'b1001  : so <= 7'b1101111;
				4'b1010  : so <= 7'b1110111;
				4'b1011  : so <= 7'b1111100;
				4'b1100  : so <= 7'b1011000;
				4'b1101  : so <= 7'b1011110;
				4'b1110  : so <= 7'b1111001;
				4'b1111  : so <= 7'b1110001;
         endcase
endmodule
[flow/run.sh]
#!/bin/bash
# OpenROAD 26Q1-2900-gdf79404cd8, Yosys 0.63+post, stock flow scripts
make -C /OpenROAD-flow-scripts/flow DESIGN_CONFIG=/design/flow/config.mk WORK_HOME=/design/flow/orfs finish
==> flow_summary.toml <==
# physical design summary
[outcome]
status = "finished, violations left"
violations = "setup timing"

[finish]
fin_area_sq_um = 613
seq_area_sq_um = 0
n_sequential_cell = 0
fin_util_pct = 17.9
n_clock_buffer = 0
drive_above_1_share_pct = 70.4
syn2layout_area_growth_pct = 119

[logic_synthesis]
ys_types = 18
syn_inst = 34
synth_stat.cells = 34
syn_avg_cell_area_sq_um = 8.24
syn_area_sq_um = 280
synth_warnings = 1
ys_chip_area_sq_um = 280
ys_seq_share_pct = 0

[route]
dr.first_iter.drc_count = 20
drc = 0
first_pass_iters = 3
antenna_cells = 0
ant_nets = 0
vias = 308
finalWirelength_um = 868
vias_per_cell = 3.08
wl_per_cell_um = 8.68

[placed_design]
place_ws_ns = -1.20
gp_congestion = 0.770
place_area_sq_um = 566
portBuffers = 11
dp_hpwl_um = 762

[power]
irDropWorstVdd_uv = 63.7
power.density_nw_per_um2 = 315
leakagePower_uw = 0.000249

[floorplan]
fp.dieW_um = 80
die_h_um = 80
initial_core_util_pct = 8.21
dieArea_sq_um = 6400
pin_count = 12
rows = 21
core_area_sq_um = 3420

[setup_path]
path_buffers = 3
crit_slowest_cell = "mux4_2"
slowest_delay_ns = 0.44
arrival_ns = 1.18
path_cells = "buf_12, inv_8, ha_4, mux4_2, buf_2"
cp-start-kind = "input pin"
worst_ep_required_time_ns = 0.88
critical_path_peak_fanout = 4
cp-end-kind = "primary output"
path_delay_family = "multiplexers"
crit_type = "input pin to primary output"

[global_route]
grt_use_total_pct = 2.62
grt_pass1_vias = 302
antenna_found_initial = 0
grt_pass1_wl_um = 1410
grt_overflow = 0
grt_max_degree = 8

[final_timing]
hold_viol = 0
period_needed_ns = 1.40
final-setup-viol-count = 7
rsz0062_at_grt = "yes"
fin_tns_setup_ns = -1.32
finalClockPeriodUsage_pct = 127
maxSlewViolCount = 0
layout_setup_ws_ns = -0.301
fmax_ghz = 0.714

[clock_tree]
post_cts_buffers = 0

[run]
warnings = 40
drv_cap = 0

[hold_path]
worst_hold_path_type = "input pin to primary output"
-- Yosys cell counts, drive strengths merged --
master	n	area (sq um)
o21bai	1	7.51
mux4	2	45.0
and2b	1	7.51
o32a	1	10.0
conb	1	3.75
o22a	1	8.76
inv	7	26.3
ha	7	87.6
nand2b	3	18.8
nor2b	3	18.8
a211o	1	8.76
o31ai	1	7.51
a31o	1	8.76
nand2	1	3.75
a21oi	1	5.00
buf	2	12.5
-- stage by stage --
step	hold WS (ns)	total power [uW]	instances
floorplan	0.510	72.4	34
global placement	1.61	185	100
detailed placement	1.61	186	100
CTS	0.862	193	100
global route	0.878	213	100
finish	0.858	193	100
-- final timing paths --
kind                  slack, ns  startpoint  cells past startpoint  endpoint
worst max-delay path      -0.30        i[1]                      5      o[3]
worst min-delay path       0.86        i[1]                      4      o[6]
-- cell families after synthesis --
kind of cell,after synthesis,share of synthesized area [%]
muxes,2,16.1
adders and majority gates,7,31.2
AOI/OAI and AO/OA,7,20.1
other,1,1.34
buffers and inverters,9,13.8
and+or+nand+nor,8,17.4
-- where the power goes --
group / internal, uW / switching, uW
sequential: 0 / 0
combinational: 117 / 76.1
clock: 0 / 0
-- layer usage --
layer	up-vias	global-route usage [%]	wire, um
met2	5	4.49	445
met5	-	0	0
li1	151	-	-
met4	0	0	0
met3	0	0.455	40
met1	152	3.52	382
-- cell type report --
type | instances | area (sq um)
Timing Repair Buffer | 22 | 181
Tap cell | 46 | 57.6
Multi-Input combinational cell | 25 | 333
Fill cell | 380 | 2800
Inverter | 7 | 41.3
-- cell usage in the layout (no fill, tap or decap), types with 2 or more instances in the layout --
| cell type | instances |
|---|---|
| buf_12 | 2 |
| buf_2 | 8 |
| buf_4 | 9 |
| buf_6 | 3 |
| ha_2 | 2 |
| ha_4 | 5 |
| inv_1 | 3 |
| inv_2 | 2 |
| inv_8 | 2 |
| mux4_2 | 2 |
| nand2b_1 | 2 |
| nor2b_1 | 2 |
-- timing repair --
item                       CTS  global route
hold buffers                 0             0
hold endpoints to repair     0             0
pin swaps                    2             2
setup endpoints to repair    7             7
cloned                       0             0
gates resized               62             2
No activity file was given, so power comes from the tool's default toggle rates.
