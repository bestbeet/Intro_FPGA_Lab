File: flow/config.mk
export PLATFORM = sky130hd
export DESIGN_NAME = sevenup
export DESIGN_NICKNAME = sevenup
export VERILOG_FILES = /design/flow/design.v
export SDC_FILE = /design/flow/constraint.sdc
export NUM_CORES = 4
export LEC_CHECK = 1
export CORE_AREA = 10 10 105 105
export DIE_AREA = 0 0 115 115
File: flow/constraint.sdc
current_design sevenup

set clk_period 3.8
set clk_io_pct 0.2

create_clock -name clk0 -period $clk_period [get_ports {clk}]

set non_clock_inputs [all_inputs -no_clocks]
set_input_delay [expr $clk_period * $clk_io_pct] -clock clk0 $non_clock_inputs
set_output_delay [expr $clk_period * $clk_io_pct] -clock clk0 [all_outputs]
File: flow/design.v
`timescale 1ns / 1ps
module sevenup(
	 input clk,
	 input mode,
    output com,
	 output [6:0] segment
    );
	reg [3:0] tmp = 4'b0000;
   reg [31:0] tmp_div;
	reg sclk;
	reg [6:0] so;
	assign segment = so;
   assign com = 0;	 
	always @(posedge sclk)
      begin
		if(mode == 0) 
			tmp <= tmp+1; 
		else 
			tmp<= tmp-1; 
		end 
	always @(posedge clk)
		begin
			 if(tmp_div == 25000000)
				begin sclk <= 1; tmp_div <=0; end
			 else begin sclk <=0; tmp_div <= tmp_div +1; end
		end
   always @*
       case (tmp)
            4'b0000  : so <= 7'b0111111;
            4'b0001  : so <= 7'b0000110;
				4'b0010  : so <= 7'b1011011;
				4'b0011  : so <= 7'b1001111;
				4'b0100  : so <= 7'b1100110;
				4'b0101  : so <= 7'b1101101;
				4'b0110  : so <= 7'b1111101;
				4'b0111  : so <= 7'b0000111;
				4'b1000  : so <= 7'b1111111;
				4'b1001  : so <= 7'b1101111;
				4'b1010  : so <= 7'b1110111;
				4'b1011  : so <= 7'b1111100;
				4'b1100  : so <= 7'b1011000;
				4'b1101  : so <= 7'b1011110;
				4'b1110  : so <= 7'b1111001;
				4'b1111  : so <= 7'b1110001;
         endcase
endmodule
File: flow/run.sh
#!/bin/bash
# OpenROAD 26Q1-2900-gdf79404cd8, Yosys 0.63+post, stock flow scripts
make -C /OpenROAD-flow-scripts/flow DESIGN_CONFIG=/design/flow/config.mk WORK_HOME=/design/flow/orfs finish
==> GITHUB_STEP_SUMMARY <==
### Yosys + OpenROAD results

| Metric | Value |
|---|---|
| Post-synthesis instance area | `slightly above 0.002 mm^2` |
| Setup TNS | `0 ps` |
| Post-CTS Setup Bufs | `0` |
| Yosys cell count | `228` |
| DRT iter0 DRCs | `approximately 84` |
| Vias in the first global route | `about 1500` |
| Total cell area reported by yosys after synthesis | `about 0.0020 mm^2` |
| Class of the tightest hold or removal check | `flip-flop to flip-flop` |
| Slew @ Worst Pin | `between 600 and 700 ps` |
| Layout overhead on the synthesized area | `13.2%` |
| Final setup violation count | `0` |
| Detailed-routing iteration count for the pre-antenna-repair pass | `4` |
| Count of different cell masters after synthesis | `around 44` |
| TritonCTS clock tree | `yes` |
| Total power per unit cell area | `280 mW/mm^2` |
| CTS hold repair buffers | `0` |
| Fmax achieved | `461 MHz` |
| Post-route total power | `642 uW` |
| DRC Markers | `0` |
| Number of levels in the clock H-tree | `2` |
| Instance tally after logic synthesis | `around 230` |
| Number of antenna violations at the first check in global routing | `0` |
| Final ANT Viol Nets | `0` |
| Fill cell total of the finished layout | `between 900 and 1000` |
| Syn_area_per_cell | `just under 9 um^2` |
| Maximum number of pins on one net before global-route repair | `15` |
| CP Launch Type | `flip-flop` |
| Post-synth ARST share | `0` |
| Number of placed I/O pins | `10` |
| Unrepaired setup endpoints after global routing | `false` |
| Portion of the post-synthesis area used by sequential elements | `0.365` |
| Root cell of the clock tree | `sky130_fd_sc_hd__clkbuf_8` |
| Maxcap violations | `0` |
| Vias per inst | `roughly 4.5` |
| CTS Buf Count | `5` |
| Worst EP required | `roughly 3900 ps` |
| Clock transition at the register clock pins on the worst setup and hold paths after CTS | `70 ps` |
| Port Buffers | `8` |
| Die H | `around 120 um` |
| Critical path endpoint category | `flip-flop` |
| YS warnings | `1` |
| Leak Pwr | `between 0.8 and 0.9 nW` |
| Flip-flops with a built-in enable | `0` |
| Post-place setup slack | `1560 ps` |
| Count of unclocked register or latch pins | `4` |
| Endpoints left unconstrained | `11` |
| Min Tclk post-route | `between 2000 and 2500 ps` |
| Antenna fix cells | `0` |
| Slew Viols, Final | `0` |
| Final global-route overflow total | `0` |
| Die area | `0.0132 mm^2` |
| Run status | `completed` |
| Standard cell core area | `slightly below 0.009 mm^2` |
| Tally of OpenROAD warnings | `32` |
| Reg-to-reg setup timing slack | `roughly 1600 ps` |
| Synth Flop Type | `sky130_fd_sc_hd__dfxtp_1` |
| Later-pin clock latency in the skew report | `around 280 ps` |
| Wire length of the first global-routing pass | `between 6 and 7 mm` |
| Total vias in the final route | `1556` |
| Die X | `approximately 120 um` |
| Mean routed wirelength per cell | `11.1 um` |
| Data arrival at the endpoint of the critical path | `2320 ps` |
| Number of failing hold endpoints at the final stage | `0` |
| Routability congestion estimate | `about 0.83` |
| Maximum number of buffers from clock root to sink | `2` |
| FP Rows | `34` |
| Fraction of the cycle the final worst path needs | `0.571` |
| Seq cells post-synth | `37` |
| Global Route Usage Sum | `0.0603` |
| Gates resized, CTS repair | `0` |
| Share of the core filled by cells before placement | `0.231` |
| Critical Path Fanout Max | `8` |
| Hpwl dp | `2.87 mm` |
| Maximum vdd ir drop | `0.100 mV` |
| Routed Wire Length | `3.82 mm` |
| Relative slew margins | `0.536` |
| Post-route setup slack | `approximately 1600 ps` |
| Worst setup path category | `flip-flop to flip-flop` |
| Post-route clock skew | `between 3 and 4 ps` |
| Commonest cells after routing, fill and taps aside | `sky130_fd_sc_hd__dfxtp_1, sky130_fd_sc_hd__nand2_1, sky130_fd_sc_hd__xnor2_1` |
| Ratio of cells with drive above 1 in the final layout | `0.0894` |
| Dominant logic cell type in the layout | `sky130_fd_sc_hd__dfxtp_1` |
[critical path, cell delays in order, from the launching register on]
cell and delay, ps:
sky130_fd_sc_hd__dfxtp_1 360, sky130_fd_sc_hd__inv_1 90, sky130_fd_sc_hd__ha_1 140, sky130_fd_sc_hd__nor4b_1 260, sky130_fd_sc_hd__nand4_1 370, sky130_fd_sc_hd__nor4_2 710
sky130_fd_sc_hd__nor2_1 110
[worst paths after layout]
check / from / to / cells past startpoint
worst max-delay path: tmp_div[0] / tmp_div[2] / 6
worst min-delay path: tmp_div[30] / tmp_div[30] / 1
worst max register to register: tmp_div[0] / tmp_div[2] / 6
worst min register to register: tmp_div[30] / tmp_div[30] / 1
[report_power, final]
group          internal [mW]  switching, mW
Sequential             0.346              0
Combinational        0.00347        0.00290
Clock                  0.164          0.126
[final cells by class]
type / instances / area [um^2] / share of cell area
multi-input cells: 171 / 1200 / 0.521
inverters: 11 / 41.3 / 0.0180
repair buffers: 8 / 80.1 / 0.0349
clock inverters: 1 / 5.00 / 0.00218
well taps: 108 / 135 / 0.0589
clock buffers: 7 / 96.3 / 0.0420
flip-flops and latches: 37 / 741 / 0.323
[through the flow]
step | utilization | std cells | hold WS [ps] | cell area (um^2)
6_report | 0.262 | 343 | 485 | 2290
2_1_floorplan | - | 228 | 446 | 2030
4_1_cts | 0.262 | 343 | 489 | 2290
3_3_place_gp | 0.250 | 335 | 477 | 2190
5_1_grt | 0.262 | 343 | 517 | 2290
3_5_place_dp | 0.250 | 335 | 475 | 2190
[cells in the mapped netlist (2+ instances only)]
master                     instances  area share
sky130_fd_sc_hd__or4_4             2       0.011
sky130_fd_sc_hd__a31o_2            3       0.013
sky130_fd_sc_hd__a21oi_1           4      0.0099
sky130_fd_sc_hd__a211oi_1          2      0.0074
sky130_fd_sc_hd__ha_1             11       0.068
sky130_fd_sc_hd__nor3_1            8       0.020
sky130_fd_sc_hd__or4_1             2      0.0074
sky130_fd_sc_hd__and4_1            5       0.022
sky130_fd_sc_hd__nand4_1          13       0.040
sky130_fd_sc_hd__nor2b_1           3      0.0093
sky130_fd_sc_hd__o21ai_0           9       0.022
sky130_fd_sc_hd__and2_1            2      0.0062
sky130_fd_sc_hd__and3_1            2      0.0062
sky130_fd_sc_hd__o311ai_0          3       0.013
sky130_fd_sc_hd__nand2b_1          2      0.0062
sky130_fd_sc_hd__nand4_2           3       0.019
sky130_fd_sc_hd__inv_1            11       0.020
sky130_fd_sc_hd__or2_2             2      0.0062
sky130_fd_sc_hd__nor4_1            6       0.019
sky130_fd_sc_hd__nand2_1          20       0.037
sky130_fd_sc_hd__buf_4             2      0.0074
sky130_fd_sc_hd__xnor2_1          18       0.078
sky130_fd_sc_hd__a211o_1           2      0.0086
sky130_fd_sc_hd__nor4b_1           2      0.0086
sky130_fd_sc_hd__xor2_1            6       0.026
sky130_fd_sc_hd__nor2_1           13       0.024
sky130_fd_sc_hd__dfxtp_1          37        0.37
sky130_fd_sc_hd__clkbuf_1          6       0.011
sky130_fd_sc_hd__o311a_1           2      0.0099
sky130_fd_sc_hd__nand3_1          13       0.032
[kinds of logic after synthesis]
| family | Yosys count | share of synthesized area |
|---|---|---|
| AND-OR/OR-AND | 31 | 0.108 |
| buffers and inverters | 20 | 0.0444 |
| adder cells (fa/ha/maj) | 12 | 0.0778 |
| XOR/XNOR | 25 | 0.112 |
| other | 1 | 0.00185 |
| flip-flops | 37 | 0.365 |
| AND/OR/NAND/NOR | 102 | 0.291 |
[routing by layer]
| metal | track usage | wire length (um) |
|---|---|---|
| met1 | 0.0921 | 2050 |
| met2 | 0.0863 | 1560 |
| met3 | 0.0132 | 175 |
| met4 | 0.00990 | 42 |
| met5 | 0 | 0 |
[state kept, by name, summed over array words and instances, names as in the netlist]
name / cells
tmp_div: 32
tmp: 4
sclk: 1
Power figures rest on the tool's default switching activity, not on a simulated workload.
