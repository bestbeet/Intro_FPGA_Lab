==> ./design.v <==
`timescale 1ns / 1ps
module counter(
    input clk,
    output [3:0] o
    );
   reg [3:0] tmp = 4'b0000;
   reg [31:0] tmp_div;
	reg sclk;
	assign o = tmp;
	always @(posedge sclk)
      tmp <= tmp + 1;
	always @(posedge clk)
		begin
			 if(tmp_div == 25000000)
				begin sclk <= 1; tmp_div <=0; end
			 else begin sclk <=0; tmp_div <= tmp_div +1; end
		end
endmodule
==> ./run.sh <==
#!/bin/bash
# OpenROAD 26Q1-2900-gdf79404cd8, Yosys 0.63+post, stock flow scripts
make -C /OpenROAD-flow-scripts/flow DESIGN_CONFIG=/design/flow/config.mk WORK_HOME=/design/flow/orfs finish
==> ./config.mk <==
export PLATFORM = sky130hd
export DESIGN_NAME = counter
export DESIGN_NICKNAME = counter
export VERILOG_FILES = /design/flow/design.v
export SDC_FILE = /design/flow/constraint.sdc
export NUM_CORES = 4
export LEC_CHECK = 1
export CORE_UTILIZATION = 30
==> ./constraint.sdc <==
current_design counter

set clk_period 4.8
set clk_io_pct 0.2

create_clock -name clk0 -period $clk_period [get_ports {clk}]

set non_clock_inputs [all_inputs -no_clocks]
set_input_delay [expr $clk_period * $clk_io_pct] -clock clk0 $non_clock_inputs
set_output_delay [expr $clk_period * $clk_io_pct] -clock clk0 [all_outputs]
==> notes.md <==
Run status
* completed — run status

Clocking
* 2 — Max Root-Sink Buffers
* 0.07 ns — Clock transition at path regs
* 0 — Setup Buffers After CTS
* 0 — cts hold-fix bufs
* sky130_fd_sc_hd__clkbuf_8 — master cell of the clock root buffer
* done — clock tree from TritonCTS
* 5 — number of buffers added by the clock tree synthesis step
* 2 — H-tree lvl count
* 0.28 ns — clock latency on the worst-skew pair
* 0 — Resized Gates After CTS

Yosys
* sky130_fd_sc_hd__dfxtp_1 (42%), sky130_fd_sc_hd__xnor2_1 (7.4%), sky130_fd_sc_hd__xor2_1 (5.0%) — Top cells by area
* 41.9% — share of synthesized area occupied by flip-flops and latches
* 0 — number of synthesized flops with an enable pin
* sky130_fd_sc_hd__dfxtp_1 (37), sky130_fd_sc_hd__nand2_1 (18), sky130_fd_sc_hd__xnor2_1 (15) — list of most frequent post-synthesis cells
* 0.00177 sq mm — chip area from the yosys synthesis statistics
* 9.35 sq um — average instance area after synthesis
* 189 — number of instances in the synthesized netlist
* 0.00177 sq mm — Synth Cell Area
* 41.9% — Top cell area share
* sky130_fd_sc_hd__dfxtp_1 — most popular library cell in the synthesized design by count
* 1 — Yosys Warn Count
* 37 — Flops after synth
* sky130_fd_sc_hd__dfxtp_1 — cell type with the highest aggregate area in the netlist
* sky130_fd_sc_hd__dfxtp_1 — commonest register cell after synthesis
* 0% — async set-reset flop share out of synthesis
* 189 — number of cells in Yosys stat
* 37 — number of distinct library cells after synthesis

Final timing
* 0.461 ns — worst hold slack
* no — RSZ-0062 raised after global routing
* 0.463 GHz — Max Clk Rate
* 4 — register pins left without a clock
* 0.561 ns — slew at the pin closest to its max-slew limit
* 0 ns — Setup TNS Final
* 0 — Finish-stage setup viols
* 0 — number of hold violations in the final report
* 0.00520 ns — setup skew after layout
* 62.5% — worst relative slew slack
* 2.16 ns — minimum clock period
* 45.0% — share of the clock period used by the worst path after layout
* 2.64 ns — least setup slack across all paths after layout
* 0 — final count of pins violating max slew
* 8 — endpoints left unconstrained

Setup path
* 2.38 ns — arrival time reported for the critical path endpoint
* and4_1 -> nand4_2 -> or4_1 -> a21oi_1 — list of cells traversed by the critical path
* 5.02 ns — data required time at the worst endpoint
* 0 — sum of buffers and inverters on the critical path
* flip-flop — startpoint type of the worst setup path
* simple AND/OR/NAND/NOR gates — cell family with the largest share of critical-path delay
* sky130_fd_sc_hd__or4_1 — master of the slowest instance on the critical path
* 0.64 ns — slowest cell delay on critical path
* flip-flop — sort of element at the end of the critical path
* reg2reg — class of the most critical setup path
* 20 — CP Max Fanout

Cells and area
* 8.85% — layout cells sized above 1
* 605 — number of fillers in the final layout
* 34.1% — share of the core filled with cells in the final layout
* 8.21% — area growth from synthesis to layout

Job
* 0 — Maximum Capacitance Violations
* 26 — tool warning count

Drt
* 5 — number of search-and-repair iterations in the first detailed-routing pass
* 1,290 — Via Count
* 3.11 mm — total length of routed wires
* 0 — diode count
* 0 — remaining antenna violation count after routing
* 11.8 um — drt wl/cell
* 68 — number of violations reported at the end of detailed-routing iteration 0
* 4.89 — DR vias/cell
* 0 — # DRC

Floorplan
* 31.5% — starting density of the core
* 0.00561 sq mm — placeable core region
* 5 — number of ports placed on the die boundary
* 0.00620 sq mm — DIE AREA
* 78.8 um — Chip Width
* 27 — floorplan row count
* 78.8 um — overall die height

Global route
* 1,230 — via count of the first global-routing pass
* 0 — total global routing overflow
* 5.57 mm — global-route wire length before repair
* 21 — maximum number of pins on one net before global-route repair
* 11.3% — total global routing track utilization
* 0 — antenna violations before repair

Worst hold path
* reg2reg — class of the most critical hold timing path

Pwr
* 0.708 nW — Lkg Pwr
* 247 mW/mm^2 — power density over the cells
* 0.000115 V — maximum vdd ir drop

Placement
* 4 — port bufs
* 2.17 mm — half-perimeter wire length of the detailed placement result
* 0.847 — routability congestion estimate
* 2.73 ns — post-placement worst setup slack

==> stage by stage <==
stage / instances / area [sq um] / total power, mW
2_1_floorplan: 189 / 1770 / 0.280
3_3_place_gp: 256 / 1830 / 0.280
3_5_place_dp: 256 / 1830 / 0.280
4_1_cts: 264 / 1910 / 0.476
5_1_grt: 264 / 1910 / 0.490
6_report: 264 / 1910 / 0.473
==> kinds of logic after synthesis <==
logic type	share of synthesized area, %
xor+xnor	12.4
buf+inv	5.80
simple gates	32.8
flops	41.9
fa+ha+maj	2.12
compound gates	4.95
==> cell usage in the layout (no fill, tap or decap), drive strengths merged <==
cell / instances
a21oi: 4
a2bb2oi: 1
and2: 1
and4: 3
buf: 1
clkbuf: 8
clkdlybuf4s50: 4
dfxtp: 37
ha: 3
inv: 8
nand2: 18
nand3: 13
nand4: 9
nor2: 13
nor2b: 2
nor3: 7
nor3b: 1
nor4: 12
nor4b: 4
o21ai: 1
o221ai: 1
o22ai: 1
o31a: 1
o31ai: 4
or2: 2
or3: 2
or4: 6
xnor2: 15
xor2: 10
==> metal layers <==
metal | vias to the layer above | GRT usage [%] | wire [um]
met5 | - | 0 | 0
met4 | 0 | 1.48 | 36
met3 | 5 | 2.80 | 120
met2 | 23 | 17.6 | 1290
met1 | 589 | 16.5 | 1660
li1 | 673 | - | -
==> report_power, final <==
| part | switching, mW | leakage, nW | internal [mW] |
|---|---|---|---|
| logic | 0 | 0.371 | 0 |
| clock network | 0.0961 | 0.0395 | 0.103 |
| registers | 0 | 0.298 | 0.274 |
| total | 0.0961 | 0.708 | 0.377 |
==> worst paths after layout <==
path | cells after the start | end | slack, ns | from
worst max register to register | 4 | tmp_div[19] | 2.64 | tmp_div[11]
worst min-delay path | 1 | tmp_div[0] | 0.46 | tmp_div[0]
worst min register to register | 1 | tmp_div[0] | 0.46 | tmp_div[0]
worst max-delay path | 4 | tmp_div[19] | 2.64 | tmp_div[11]
==> state kept, by name (all words and copies together), names as in the netlist <==
name / cells
tmp: 4
sclk: 1
tmp_div: 32
==> layout make-up <==
| cell class | count | area [sq um] | share of cell area (%) |
|---|---|---|---|
| flip-flops and latches | 37 | 741 | 38.7 |
| repair buffers | 5 | 47.5 | 2.49 |
| multi-input cells | 134 | 925 | 48.3 |
| clock buffers | 8 | 80.1 | 4.19 |
| inverters | 8 | 30.0 | 1.57 |
| well taps | 72 | 90.1 | 4.71 |
Power figures rest on the tool's default switching activity, not on a simulated workload.
